==> design.v <==
module VendingMachine(
  input        clock,
  input        reset,
  input  [4:0] io_price,
  input        io_coin2,
  input        io_coin5,
  input        io_buy,
  output       io_releaseCan,
  output       io_alarm,
  output [6:0] io_seg
);
  reg [3:0] stateReg;  
  reg [3:0] nextStage;  
  reg [4:0] money;  
  reg  enoughMoney;  
  reg [4:0] two;  
  reg [4:0] five;  
  reg  sub_money_flag;  
  wire  _T_2 = 4'h0 == stateReg;  
  wire  _T_5 = 4'h1 == stateReg;  
  wire [2:0] _GEN_0 = io_buy ? 3'h6 : 3'h1;  
  wire [2:0] _GEN_1 = io_coin5 ? 3'h3 : _GEN_0;  
  wire [2:0] _GEN_2 = io_coin2 ? 3'h2 : _GEN_1;  
  wire  _T_8 = 4'h2 == stateReg;  
  wire  _T_11 = 4'h3 == stateReg;  
  wire  _T_14 = 4'h4 == stateReg;  
  wire [2:0] _GEN_3 = io_coin2 ? 3'h4 : 3'h1;  
  wire  _T_17 = 4'h5 == stateReg;  
  wire [2:0] _GEN_4 = io_coin5 ? 3'h5 : 3'h1;  
  wire  _T_20 = 4'h6 == stateReg;  
  wire  _T_23 = 4'h7 == stateReg;  
  wire [3:0] _GEN_5 = enoughMoney ? 4'h9 : 4'h8;  
  wire  _T_27 = 4'h8 == stateReg;  
  wire [3:0] _GEN_6 = io_buy ? 4'h8 : 4'h1;  
  wire  _T_30 = 4'h9 == stateReg;  
  wire [3:0] _GEN_7 = 4'h9 == stateReg ? 4'h0 : nextStage;  
  wire [3:0] _GEN_8 = 4'h8 == stateReg ? _GEN_6 : _GEN_7;  
  wire [3:0] _GEN_9 = 4'h7 == stateReg ? _GEN_5 : _GEN_8;  
  wire [3:0] _GEN_10 = 4'h6 == stateReg ? 4'h7 : _GEN_9;  
  wire [3:0] _GEN_11 = 4'h5 == stateReg ? {{1'd0}, _GEN_4} : _GEN_10;  
  wire [3:0] _GEN_12 = 4'h4 == stateReg ? {{1'd0}, _GEN_3} : _GEN_11;  
  wire [3:0] _GEN_13 = 4'h3 == stateReg ? 4'h5 : _GEN_12;  
  wire [4:0] _money_T_1 = money + two;  
  wire [4:0] _money_T_3 = money + five;  
  wire  _GEN_17 = money < io_price ? 1'h0 : 1'h1;  
  wire  _T_62 = ~sub_money_flag;  
  wire [4:0] _money_T_5 = money - io_price;  
  wire [4:0] _GEN_18 = ~sub_money_flag ? _money_T_5 : money;  
  wire  _GEN_20 = ~sub_money_flag | sub_money_flag;  
  wire [4:0] _GEN_21 = _T_30 ? _GEN_18 : money;  
  wire  _GEN_23 = _T_30 ? _GEN_20 : sub_money_flag;  
  wire [4:0] _GEN_25 = _T_27 ? money : _GEN_21;  
  wire  _GEN_26 = _T_27 ? 1'h0 : _T_30 & _T_62;  
  wire  _GEN_27 = _T_27 ? sub_money_flag : _GEN_23;  
  wire  _GEN_28 = _T_23 ? 1'h0 : _T_27;  
  wire [4:0] _GEN_29 = _T_23 ? money : _GEN_25;  
  wire  _GEN_30 = _T_23 ? 1'h0 : _GEN_26;  
  wire  _GEN_31 = _T_23 ? sub_money_flag : _GEN_27;  
  wire  _GEN_32 = _T_20 ? _GEN_17 : enoughMoney;  
  wire  _GEN_33 = _T_20 ? 1'h0 : _GEN_28;  
  wire [4:0] _GEN_34 = _T_20 ? money : _GEN_29;  
  wire  _GEN_35 = _T_20 ? 1'h0 : _GEN_30;  
  wire  _GEN_36 = _T_20 ? sub_money_flag : _GEN_31;  
  wire [4:0] _GEN_37 = _T_17 ? 5'h5 : five;  
  wire  _GEN_38 = _T_17 ? enoughMoney : _GEN_32;  
  wire  _GEN_39 = _T_17 ? 1'h0 : _GEN_33;  
  wire [4:0] _GEN_40 = _T_17 ? money : _GEN_34;  
  wire  _GEN_41 = _T_17 ? 1'h0 : _GEN_35;  
  wire  _GEN_42 = _T_17 ? sub_money_flag : _GEN_36;  
  wire [4:0] _GEN_43 = _T_14 ? 5'h2 : two;  
  wire [4:0] _GEN_44 = _T_14 ? five : _GEN_37;  
  wire  _GEN_45 = _T_14 ? enoughMoney : _GEN_38;  
  wire  _GEN_46 = _T_14 ? 1'h0 : _GEN_39;  
  wire [4:0] _GEN_47 = _T_14 ? money : _GEN_40;  
  wire  _GEN_48 = _T_14 ? 1'h0 : _GEN_41;  
  wire  _GEN_49 = _T_14 ? sub_money_flag : _GEN_42;  
  wire [4:0] _GEN_50 = _T_11 ? _money_T_3 : _GEN_47;  
  wire [4:0] _GEN_51 = _T_11 ? 5'h0 : _GEN_44;  
  wire [4:0] _GEN_52 = _T_11 ? two : _GEN_43;  
  wire  _GEN_53 = _T_11 ? enoughMoney : _GEN_45;  
  wire  _GEN_54 = _T_11 ? 1'h0 : _GEN_46;  
  wire  _GEN_55 = _T_11 ? 1'h0 : _GEN_48;  
  wire  _GEN_56 = _T_11 ? sub_money_flag : _GEN_49;  
  wire  _GEN_61 = _T_8 ? 1'h0 : _GEN_54;  
  wire  _GEN_62 = _T_8 ? 1'h0 : _GEN_55;  
  wire  _GEN_64 = _T_5 ? 1'h0 : _GEN_61;  
  wire  _GEN_69 = _T_5 ? 1'h0 : _GEN_62;  
  wire [6:0] _GEN_78 = 5'h9 == money ? 7'h6f : 7'h0;  
  wire [6:0] _GEN_79 = 5'h8 == money ? 7'h7f : _GEN_78;  
  wire [6:0] _GEN_80 = 5'h7 == money ? 7'h7 : _GEN_79;  
  wire [6:0] _GEN_81 = 5'h6 == money ? 7'h7d : _GEN_80;  
  wire [6:0] _GEN_82 = 5'h5 == money ? 7'h6d : _GEN_81;  
  wire [6:0] _GEN_83 = 5'h4 == money ? 7'h66 : _GEN_82;  
  wire [6:0] _GEN_84 = 5'h3 == money ? 7'h4f : _GEN_83;  
  wire [6:0] _GEN_85 = 5'h2 == money ? 7'h5b : _GEN_84;  
  wire [6:0] _GEN_86 = 5'h1 == money ? 7'h6 : _GEN_85;  
  wire [6:0] sevSeg = 5'h0 == money ? 7'h3f : _GEN_86;  
  assign io_releaseCan = _T_2 ? 1'h0 : _GEN_69;  
  assign io_alarm = _T_2 ? 1'h0 : _GEN_64;  
  assign io_seg = ~sevSeg;  
  always @(posedge clock) begin
    if (reset) begin  
      stateReg <= 4'h0;  
    end else begin
      stateReg <= nextStage;  
    end
    if (reset) begin  
      nextStage <= 4'h0;  
    end else if (4'h0 == stateReg) begin  
      nextStage <= 4'h1;  
    end else if (4'h1 == stateReg) begin  
      nextStage <= {{1'd0}, _GEN_2};
    end else if (4'h2 == stateReg) begin  
      nextStage <= 4'h4;  
    end else begin
      nextStage <= _GEN_13;
    end
    if (reset) begin  
      money <= 5'h0;  
    end else if (!(_T_2)) begin  
      if (!(_T_5)) begin  
        if (_T_8) begin  
          money <= _money_T_1;  
        end else begin
          money <= _GEN_50;
        end
      end
    end
    if (reset) begin  
      enoughMoney <= 1'h0;  
    end else if (_T_2) begin  
      enoughMoney <= 1'h0;  
    end else if (!(_T_5)) begin  
      if (!(_T_8)) begin  
        enoughMoney <= _GEN_53;
      end
    end
    if (reset) begin  
      two <= 5'h2;  
    end else if (!(_T_2)) begin  
      if (!(_T_5)) begin  
        if (_T_8) begin  
          two <= 5'h0;  
        end else begin
          two <= _GEN_52;
        end
      end
    end
    if (reset) begin  
      five <= 5'h5;  
    end else if (!(_T_2)) begin  
      if (!(_T_5)) begin  
        if (!(_T_8)) begin  
          five <= _GEN_51;
        end
      end
    end
    if (reset) begin  
      sub_money_flag <= 1'h0;  
    end else if (_T_2) begin  
      sub_money_flag <= 1'h0;  
    end else if (!(_T_5)) begin  
      if (!(_T_8)) begin  
        sub_money_flag <= _GEN_56;
      end
    end
  end
endmodule
==> run.sh <==
#!/bin/bash
# OpenROAD 26Q1-2900-gdf79404cd8, Yosys 0.63+post, stock flow scripts
make -C /OpenROAD-flow-scripts/flow DESIGN_CONFIG=/design/flow/config.mk WORK_HOME=/design/flow/orfs finish
==> config.mk <==
export PLATFORM = sky130hd
export DESIGN_NAME = VendingMachine
export DESIGN_NICKNAME = VendingMachine
export VERILOG_FILES = /design/flow/design.v
export SDC_FILE = /design/flow/constraint.sdc
export NUM_CORES = 4
export LEC_CHECK = 1
export CORE_UTILIZATION = 30
==> constraint.sdc <==
current_design VendingMachine

set clk_period 4.4
set clk_io_pct 0.2

create_clock -name clk0 -period $clk_period [get_ports {clock}]

set non_clock_inputs [all_inputs -no_clocks]
set_input_delay [expr $clk_period * $clk_io_pct] -clock clk0 $non_clock_inputs
set_output_delay [expr $clk_period * $clk_io_pct] -clock clk0 [all_outputs]
==> Changelog: implementation <==
### Implementation results

- Cell area power density: about 220 mW/mm²
- Drt drc: 0
- OpenROAD warning count: 25
- Floorplan core density: 0.319
- Drt via density: approximately 5.4
- Tot Pwr: ~360 µW
- Setup TNS Final: 0 ps
- WL final: 3140 µm
- Area Overhead vs Synth: 17.0%
- Placed cell count: 241
- Half-perimeter wire length after placement: 2120 µm
- Core Footprint: approximately 0.0044 mm²
- Post-synthesis cell count: 183
- ANT nets after route: 0
- Synth Seq Share: 0.240
- Clk Tree Root Cell: clkbuf_8
- Die X: about 71 µm
- Initial antenna violation count: 0
- Status: finished, final reports clean
- Worst EP required: roughly 3500 ps
- Pint: ~260 µW
- Number of H-tree levels: 1
- First-pass GRT wire length: approximately 5300 µm
- Yosys warns: 1
- Clock skew: 2.09 ps
- Cell type with the largest total area: dfxtp_1
- Max Clk Rate: 343 MHz
- Yosys cell count: between 150 and 200
- RSZ-0062 raised after global routing: false
- Final setup fails: 0
- Syn Area/Cell: between 7 and 8 µm²
- Post-synth top flop: dfxtp_1
- Setup bufs post-CTS: 0
- Final GP Congestion: 0.840
- Peak supply drop: approximately 0.21 mV
- Cell variety after synth: approximately 46
- Switching Share: 0.272
- Slew Limit Headroom: 0.538
- Final min period: around 3000 ps
- Combinational share of power: 0.205
- Yosys stat area: ~0.0014 mm²
- Number of port buffers: 18
- Final core utilization: 0.373
- Row cnt: 24
- Fin Hold WS: between 400 and 500 ps
- Fin worst setup slack: 1480 ps
- Flop2flop setup slack: between 2000 and 2500 ps
- Critical path capture point type: output pin
- N_diodes: 0
- Syn Std Cell Area: 0.00142 mm²
- Async set-or-reset flop fraction in the synthesized netlist: 0
- Tightest Pin Transition: 692 ps
- Hold_buf cts: 0
- TritonRoute pass-1 iters: 21
- Max-cap violations: 0
- Clock power share: 0.333
- Post_cts resized: 0
- Vias: 1329
- CTS Buf Count: 3
- Worst EP arrival: 2040 ps
- Crit path max fanout: 20
- Total track usage: 0.129
- Crit path kind: flop to output pin
- Die Area: 0.00500 mm²
- Finished Layout Cells: around 250
- Post-synth EDFFs: 0
- Cell Area, Placed: ~0.0016 mm²
- Commonest cells post-synth: 22 x a21oi_1, 17 x dfxtp_1, 16 x nor2_1
- Clk buf depth: 2
- Worst min path class: flop to flop
- Max-area cell share: 0.240
- Largest net degree at the start of global routing: 24
- Total clock sinks: 17
- Slew Viols, Final: 0
- Top cells by area: dfxtp_1 24%, ha_1 8.8%, a21oi_1 7.8%, nor2_1 4.2%, o21ai_0 3.2%
- Sw power: about 98 µW
- Final Cycle Share: 0.663
- Worst Setup Start Kind: flop
- Final Hold Fails: 0
- LEAKAGE: between 0.6 and 0.7 nW
- Design area: around 0.0017 mm²
- Die Y: 70.7 µm
- Clock-pin slew on the worst setup and hold paths: 70 ps
- Pre-CTS WS: around 1600 ps
- Most common cell in the netlist: a21oi_1
- Drt wl/cell: approximately 13 µm
- Flops out of synthesis: 17
- IO Pins: 19
- CTS tree: built
- Sequential power share: 0.463
- Layout cells sized above 1: 0.0622
- Vias in the first global route: between 1000 and 1500
- Starting DRT DRC Count: ~41
- Clk latency of the worst-skew pair: 250 ps
- Gr ovfl total: 0
layout by cell type, fill, tap and decap left out, types with 3 or more instances in the layout:
| master | count |
|---|---|
| a21o_1 | 5 |
| a21oi_1 | 22 |
| o21ai_0 | 9 |
| xnor2_1 | 4 |
| clkdlybuf4s50_1 | 18 |
| o22ai_1 | 4 |
| a211oi_1 | 5 |
| o31ai_1 | 3 |
| inv_1 | 11 |
| nand3b_1 | 4 |
| clkbuf_8 | 3 |
| dfxtp_1 | 17 |
| nand2_1 | 6 |
| ha_1 | 10 |
| xor2_1 | 3 |
| nor3_1 | 3 |
| nand2b_1 | 5 |
| nor2_1 | 16 |
| nor2b_1 | 7 |
| or2_2 | 3 |
per-layer routing:
layer  share of wire  global-route usage
met3           0.038              0.0260
met4          0.0080              0.0267
met5               0                   0
met2            0.44               0.202
met1            0.51               0.190
worst max-delay path, stage by stage, from the launching register on:
cell	delay, ps
dfxtp_1	530
nor2_1	410
nand2_1	150
nor3_1	190
clkdlybuf4s50_1	500
state kept, by name, summed over array words and instances, names as in the netlist:
name and count:
money 5, nextStage 4, stateReg 4, enoughMoney 1, five 1, sub_money_flag 1, two 1
logic make-up after synthesis:
kind of cell,after synthesis,synth area share
AND-OR/OR-AND,67,0.307
XOR/XNOR,7,0.0433
adder cells (fa/ha/maj),11,0.102
buffers and inverters,24,0.0698
flip-flops,17,0.240
multiplexers,2,0.0141
AND/OR/NAND/NOR,55,0.223
power groups by stage:
stage / Sequential [mW] / Clock, mW / Combinational (mW)
5_1_grt: 0.168 / 0.129 / 0.0832
4_1_cts: 0.167 / 0.123 / 0.0745
6_report: 0.167 / 0.120 / 0.0740
path summary, 6_finish.rpt:
path / from / endpoint / cells past startpoint
hold reg to reg: nextStage[1]$_SDFFE_PP0P_ / stateReg[1]$_SDFF_PP0_ / 1
hold / removal: nextStage[1]$_SDFFE_PP0P_ / stateReg[1]$_SDFF_PP0_ / 1
setup reg to reg: money[2]$_SDFFE_PP0P_ / enoughMoney$_SDFFE_PP0P_ / 6
setup / recovery: stateReg[2]$_SDFF_PP0_ / io_releaseCan / 4
cell type report:
class / instances / area (µm²)
clock buffers: 4 / 45.0
fillers: 465 / 2790
inverters: 11 / 41.3
multi-input cells: 142 / 977
flip-flops and latches: 17 / 340
well taps: 52 / 65.1
repair buffers: 19 / 188
No activity file was given, so power comes from the tool's default toggle rates.
